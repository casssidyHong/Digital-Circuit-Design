<file path="./run.sh">
#!/bin/bash
# OpenROAD 26Q1-2900-gdf79404cd8, Yosys 0.63+post, stock flow scripts
make -C /OpenROAD-flow-scripts/flow DESIGN_CONFIG=/design/flow/config.mk WORK_HOME=/design/flow/orfs finish
</file>
<file path="./config.mk">
export PLATFORM = sky130hd
export DESIGN_NAME = Lab2_4_bit_BLS_gatelevel
export DESIGN_NICKNAME = Lab2_4_bit_BLS_gatelevel
export VERILOG_FILES = /design/flow/design.v
export SDC_FILE = /design/flow/constraint.sdc
export NUM_CORES = 4
export LEC_CHECK = 1
export CORE_AREA = 10 10 70 70
export DIE_AREA = 0 0 80 80
</file>
<file path="./constraint.sdc">
current_design Lab2_4_bit_BLS_gatelevel

set clk_period 2.8
set clk_io_pct 0.2

create_clock -name clk0 -period $clk_period

set non_clock_inputs [all_inputs -no_clocks]
set_input_delay [expr $clk_period * $clk_io_pct] -clock clk0 $non_clock_inputs
set_output_delay [expr $clk_period * $clk_io_pct] -clock clk0 [all_outputs]
</file>
<file path="./design.v">
module Lab2_4_bit_BLS_gatelevel (input [3:0] A, B, input bin, output [3:0] D, output bout);
    wire [3:0] G, P, C;
    wire w1, w2, w3, w4, w5, w6, w7, w8, w9, w10;
    wire [3:0]temp;
    not G1(temp[0], A[0]);
    not G2(temp[1], A[1]);
    not G3(temp[2], A[2]);
    not G4(temp[3], A[3]);
    and #(2) G5(G[0], temp[0], B[0]);
    and #(2) G6(G[1], temp[1], B[1]);
    and #(2) G7(G[2], temp[2], B[2]);
    and #(2) G8(G[3], temp[3], B[3]);
    xnor #(4) G9(P[0], A[0], B[0]);
    xnor #(4) G10(P[1], A[1], B[1]);
    xnor #(4) G11(P[2], A[2], B[2]);
    xnor #(4) G12(P[3], A[3], B[3]);
    xnor #(4) G13(D[0], P[0], C[0]);
    xnor #(4) G14(D[1], P[1], C[1]);
    xnor #(4) G15(D[2], P[2], C[2]);
    xnor #(4) G16(D[3], P[3], C[3]);
    buf Gate(C[0], bin);
    and #(2) G17(w1, P[0], C[0]);
    or #(2) G18(C[1], G[0], w1);
    and #(2) G19(w2, P[1], G[0]);
    and #(2) G20(w3, P[1], P[0], C[0]);
    or #(2) G21(C[2], G[1], w2, w3);
    and #(2) G22(w4, P[2], G[1]);
    and #(2) G23(w5, P[2], P[1], G[0]);
    and #(2) G24(w6, P[2], P[1], P[0], C[0]);
    or #(2) G25(C[3], G[2], w4, w5, w6);
    and #(2) G26(w7, P[3], G[2]);
    and #(2) G27(w8, P[3], P[2], G[1]);
    and #(2) G28(w9, P[3], P[2], P[1], G[0]);
    and #(2) G29(w10, P[3], P[2], P[1], P[0], C[0]);
    or #(2) G30(bout, w7, w8, w9, w10, G[3]);
endmodule
</file>
==> changes_impl.md <==
### Changed

- Status: finished clean
- Ys cells: 18
- All-Layer GR Usage: 1.80%
- Initial DRC count: 0
- Comb area leader: adder cells
- Share of the synthesized area in the top cell type: 33.1%
- Min-Delay Path Class: input port to output pin
- Worst vdd ir: 49.9 uV
- Die Wd: 80 um
- Clock buffers: 0
- YS chip area: 151 sq um
- IO buf count: 14
- Most numerous logic cell after layout: clkdlybuf4s50_1
- Cell Type Count: 8
- Cell area leaders: ha_1, a21o_1, fa_1
- Final Util: 11.6%
- Die y size: 80 um
- Gpl congestion: 0.773
- Max Freq: 0.369 GHz
- Avg Inst Size Synth: 8.41 sq um
- Syn Inst Count: 18
- Die ar.: 6400 sq um
- Vias per cell: 2.29
- Yosys adder share: 46.3%
- Least-Margin Pin Slew: 0.119 ns
- Routed via count: 192
- Yosys warnings: 0
- Global-route wire length before repair: 938 um
- Final Non-Filler Cells: 84
- Largest net degree at the start of global routing: 4
- Worst slew margin: 92.0%
- Simple-Gate Fraction of Synth Area: 0%
- Core Region: 3420 sq um
- Post-layout minimum cycle time: 2.71 ns
- GRT met2 Usage: 3.21%
- Area leader, netlist: ha_1
- Pins over their slew limit: 0
- CP arrival: 2.15 ns
- Post-route antenna net violation count: 0
- Routed len/inst: 6.82 um
- OpenROAD warnings: 32
- Worst path required time: 2.24 ns
- DR DRC count: 0
- Flops: 0
- FF/Latch Area: 0 sq um
- Drt pass-1 iters: 1
- Setup CP Type: input port to output pin
- FP Core Util: 4.43%
- # rows: 21
- Seq/Total Area, Yosys: 0%
- Final setup fails: 0
- Antenna violations before repair: 0
- Synth Area in Compound Gates: 24.0%
- Crit-path max FO: 3
- DP HPWL: 528 um
- Synth mux share: 0%
- Xor/xnor share of the synthesized area: 17.4%
- Grt peak-use layer: met2
- Antenna Cells: 0
- Total wire length: 573 um
- M1 GR Usage: 2.11%
- Total of max-cap violations: 0
- Netlist Area Pre-Place: 151 sq um
- Layout cell share with drive strength beyond 1: 26.3%
- Critical path capture point type: output pin
- Area grow syn2layout: 161%
- Final Hold Viols: 0
- Met3 usage: 0.682%
- Cell count after placement: 82
- RSZ-0062 raised after global routing: false
- Cts hold-fix bufs: 0
- Fill count: 404
- PD cells: 176 nW/um^2
- Worst Setup Start Kind: input port
- P_leak: 0.196 nW
- Number of global-route vias before repair: 190
- Hold_ws: 1.88 ns
- Top Layout Cells: clkdlybuf4s50_1, buf_4, inv_1, ha_1, a21o_1
- Final setup TNS: 0 ns
- Grt total ovfl: 0
- Boundary Pins: 14
- Final Cycle Share: 96.8%
-- power by group --
group          internal, mW  leakage, nW  total (mW)  switching (mW)
Combinational        0.0484        0.196      0.0695          0.0210
Clock                     0            0           0               0
Sequential                0            0           0               0
-- synthesized netlist by cell type --
cell	count
xnor2_1	2
xor2_1	1
ha_1	4
inv_1	5
a21o_1	3
a21oi_1	1
a31o_1	1
fa_1	1
-- layer usage --
metal	up-vias	share of wire [%]
li1	99	-
met1	83	42
met2	10	46
met3	0	12
met4	0	0
met5	-	0
-- final timing paths --
kind,from,to,cells past startpoint
hold / removal,A[3],D[3],5
setup / recovery,A[1],D[1],6
-- stage by stage --
stage | power (mW) | area (sq um) | setup slack, ns
4_1_cts | 0.0707 | 390 | 0.00472
3_3_place_gp | 0.0698 | 379 | -0.178
2_1_floorplan | 0.0222 | 151 | 0.794
5_1_grt | 0.0791 | 395 | 0.0106
3_5_place_dp | 0.0711 | 379 | -0.195
6_report | 0.0695 | 395 | 0.0906
-- repair_timing --
| item | CTS | global route |
|---|---|---|
| endpoints found under the setup margin | 4 | 4 |
| setup buffers | 1 | 1 |
| cloned | 0 | 0 |
| pin swaps | 4 | 2 |
| gates resized | 6 | 3 |
| endpoints found under the hold margin | 0 | 0 |
-- critical path, cell delays in order --
cell and delay (ns):
clkdlybuf4s50_1 0.45, inv_1 0.04, ha_1 0.33, buf_4 0.15
xnor2_1 0.13, clkdlybuf4s50_1 0.48
-- area by class of cell --
type / instances / area (sq um) / share of cell area (%)
timing repair buffer: 20 / 180 / 45.6
tap: 46 / 57.6 / 14.6
multi-input combinational: 13 / 139 / 35.1
inverter: 5 / 18.8 / 4.75
-- cells by family after synthesis --
family | after synthesis
AND-OR/OR-AND | 5
XOR/XNOR | 3
adder cells (fa/ha/maj) | 5
buffers and inverters | 5
Power and IR drop assume default switching activity.
