$ cat /design/flow/config.mk
export PLATFORM = sky130hd
export DESIGN_NAME = Lab2_4_bit_RBS
export DESIGN_NICKNAME = Lab2_4_bit_RBS
export VERILOG_FILES = /design/flow/design.v
export SDC_FILE = /design/flow/constraint.sdc
export NUM_CORES = 4
export LEC_CHECK = 1
export CORE_AREA = 10 10 70 70
export DIE_AREA = 0 0 80 80
$ cat /design/flow/constraint.sdc
current_design Lab2_4_bit_RBS

set clk_period 3.8
set clk_io_pct 0.2

create_clock -name clk0 -period $clk_period

set non_clock_inputs [all_inputs -no_clocks]
set_input_delay [expr $clk_period * $clk_io_pct] -clock clk0 $non_clock_inputs
set_output_delay [expr $clk_period * $clk_io_pct] -clock clk0 [all_outputs]
$ cat /design/flow/design.v
module Lab2_4_bit_RBS (input [3:0] A, B, input bin, output [3:0] D, output bout);
    wire w1, w2, w3;
    Lab2_full_sub M0(A[0], B[0], bin, D[0], w1);
    Lab2_full_sub M1(A[1], B[1], w1, D[1], w2);
    Lab2_full_sub M2(A[2], B[2], w2, D[2], w3);
    Lab2_full_sub M3(A[3], B[3], w3, D[3], bout);
endmodule
module Lab2_full_sub(input a, b, bin, output diff, bout);
    wire w1, w2, w3;
    Lab2_half_sub_gatelevel M1(a, b, w1, w3);
    Lab2_half_sub_gatelevel M0(w1, bin, diff, w2);
    or	#(2) G1(bout, w2, w3);
endmodule
module Lab2_half_sub_gatelevel(input a, b, output diff, bout);
    wire w1;
	and	#(2) G3(bout, w1, b);
    not G2(w1, a);
    xor #(4) G1(diff, a, b);
endmodule
$ cat /design/flow/run.sh
#!/bin/bash
# OpenROAD 26Q1-2900-gdf79404cd8, Yosys 0.63+post, stock flow scripts
make -C /OpenROAD-flow-scripts/flow DESIGN_CONFIG=/design/flow/config.mk WORK_HOME=/design/flow/orfs finish
==> Slide: Implementation Results <==
Key Metrics from the Run

Placement
  • Port Buffer Count: 14
  • GP Congestion: around 0.76
  • Setup WS pre-CTS: -0.116 ns
  • Dpl cells: ~74
  • Post-DP HPWL: between 300 and 400 um

Finish
  • Register area: 0 um2
  • Fillers: slightly above 400
  • Layout cells sized above 1: 14.3%
  • Flop count: 0
  • Clkbuf count: 0
  • P&R area growth vs syn: 118%
  • Post-Layout Cell Count: 74

Setup path
  • CP Capture Type: output port
  • Setup CP Type: in -> out
  • Critical Path Fanout Max: 1
  • CP Launch Type: input port
  • Arr. time, crit path: between 2 and 3 ns
  • CP Data Required Time: just over 3 ns

Yosys
  • Synthesized cell area: ~150 um2
  • Yosys cell count: 18
  • Synth Seq Share: 0%
  • Area leader, netlist: fa_1
  • YS chip area: between 100 and 150 um2
  • Synth warn: 0
  • Mean Syn Cell Area: slightly above 8 um2
  • Top cell area share: between 50 and 60%
  • Distinct lib cells: 3
  • Cell area leaders: fa_1 54%, inv_1 25%, buf_4 20%
  • Post-Synthesis Cells: 18

Worst hold path
  • Worst hold path class: in -> out

Timing
  • Setup slack after layout: between 0.1 and 0.15 ns
  • Endpoints failing setup: 0
  • Hold Vio Cnt, Final: 0
  • Max_slew headroom: just over 90%
  • Worst Tran Pin Value: 0.0981 ns
  • Fin crit share: a little over nine tenths
  • Final hold slack: 2.38 ns
  • Peak Freq: roughly 270 MHz
  • Final worst path period need: about 3.7 ns
  • Slew Limit Fails: 0

GRT
  • GRT overflow: 0
  • Largest net degree at the start of global routing: 2
  • First-pass GRT wire length: just over 500 um
  • GRT Util Overall: under 10%
  • Initial antenna violation count: 0
  • Vias in the first global route: approximately 110

Routing
  • WL per Instance: around 5.2 um
  • DRC Markers: 0
  • TritonRoute pass-1 iters: 1
  • Antenna viol nets, final: 0
  • Total number of vias: between 100 and 150
  • Final WL: about 380 um
  • Antenna diodes: 0
  • Vias/cell: around 1.6
  • Initial DRC Count: 0

Floorplan
  • Die area: about 6400 um2
  • Init Core Util: between 4 and 5%
  • # IOs: 14
  • DIE HEIGHT: around 80 um
  • Row count: 21
  • Placeable Area: 3420 um2
  • Die width: 80 um

Pwr
  • Tot Pwr: around 36 uW
  • PwrDens: roughly 110 nW/um2
  • Pleak: between 0.1 and 0.15 nW
  • Peak supply drop: roughly 0.036 mV

Flow run
  • Max_cap viols: 0
  • Tool warnings: 32

CTS
  • Number of hold buffers added after cts: 0

Outcome
  • Status: complete, no violations
## through the flow
step | TNS, ns | util (%) | cell area (um2)
floorplan | 0 | - | 148
global placement | -0.112 | 9.23 | 315
detailed placement | -0.116 | 9.23 | 315
CTS | 0 | 9.27 | 317
global route | -0.00514 | 9.41 | 322
finish | 0 | 9.41 | 322
## cell usage in the layout (no fill, tap or decap)
cell | synthesis | final
clkdlybuf4s50_1 | 0 | 13
dlygate4sd2_1 | 0 | 1
fa_1 | 4 | 1
fa_2 | 0 | 3
inv_1 | 10 | 9
inv_2 | 0 | 1
## routing by layer
metal | up-vias | part of all wire [%] | wire length (um) | GRT usage, %
li1 | 60 | - | - | -
met2 | 14 | 15 | 57 | 0.722
met1 | 44 | 57 | 218 | 1.80
met5 | - | 0 | 0 | 0
met4 | 0 | 0 | 0 | 0
met3 | 0 | 28 | 108 | 1.02
## kinds of logic (layout without fill, tap and decap cells)
logic type                 count (synthesis)  count (layout)  synth area share [%]
adders and majority gates                  4               4                  54.2
buffers and inverters                     14              24                  45.8
## path summary, 6_finish.rpt
kind / from / slack (ns) / endpoint / depth (start not counted)
worst max-delay path: A[0] / 0.10 / D[3] / 8
worst min-delay path: B[3] / 2.38 / D[3] / 4
## power breakdown
| group | switching, mW | internal [mW] |
|---|---|---|
| clock network | 0 | 0 |
| registers | 0 | 0 |
| logic | 0.0104 | 0.0257 |
## critical path: stages
cell	delay [ns]
clkdlybuf4s50_1	0.49
fa_2	0.21
inv_2	0.04
fa_2	0.34
fa_1	0.36
inv_1	0.07
fa_2	0.41
dlygate4sd2_1	0.26
## area by class of cell
| class | count | area (um2) | share of cell area (%) |
|---|---|---|---|
| multi-input combinational | 4 | 87.6 | 27.2 |
| tap | 46 | 57.6 | 17.9 |
| timing repair buffer | 14 | 139 | 43.2 |
| inverter | 10 | 37.5 | 11.7 |
## Yosys cell counts (all sizes together)
| cell type | count |
|---|---|
| inv | 10 |
| fa | 4 |
| buf | 4 |
## repair_timing
| action | in CTS | in global routing |
|---|---|---|
| buffers inserted | 0 | 0 |
| setup endpoints to repair | 1 | 2 |
| resized | 2 | 3 |
| pin swaps | 1 | 1 |
| hold endpoints to repair | 0 | 0 |
Power and IR drop assume default switching activity.
