<file path="design.v">
module Lab2_4_bit_BLS_behavioral(input [3:0] A, B, input bin, output reg [3:0] D, output reg bout);
    reg [3:0] G, P, C, Q;
    always @(A or B or bin)
    begin
        G = (~A) & B;
        P = A ^ B;
        Q = ~P;
        C[0] = bin;
        C[1] = G[0] | (Q[0]&C[0]);
        C[2] = G[1] | (Q[1]&C[1]);
        C[3] = G[2] | (Q[2]&C[2]);
        bout = G[3] | (Q[3]&C[3]);
        D = P ^ C;
    end
endmodule
</file>
<file path="config.mk">
export PLATFORM = sky130hd
export DESIGN_NAME = Lab2_4_bit_BLS_behavioral
export DESIGN_NICKNAME = Lab2_4_bit_BLS_behavioral
export VERILOG_FILES = /design/flow/design.v
export SDC_FILE = /design/flow/constraint.sdc
export NUM_CORES = 4
export LEC_CHECK = 1
export CORE_AREA = 10 10 70 70
export DIE_AREA = 0 0 80 80
</file>
<file path="constraint.sdc">
current_design Lab2_4_bit_BLS_behavioral

set clk_period 5.1
set clk_io_pct 0.2

create_clock -name clk0 -period $clk_period

set non_clock_inputs [all_inputs -no_clocks]
set_input_delay [expr $clk_period * $clk_io_pct] -clock clk0 $non_clock_inputs
set_output_delay [expr $clk_period * $clk_io_pct] -clock clk0 [all_outputs]
</file>
<file path="run.sh">
#!/bin/bash
# OpenROAD 26Q1-2900-gdf79404cd8, Yosys 0.63+post, stock flow scripts
make -C /OpenROAD-flow-scripts/flow DESIGN_CONFIG=/design/flow/config.mk WORK_HOME=/design/flow/orfs finish
</file>
==> run summary <==
Results of the flow run.

The run finished with clean final reports. Together, buffers and inverters on the worst path number 4. Combinational cells account for 100.0% of the total power.

Per the timing report, the biggest fanout along the worst path comes to 1. The post-synthesis instance area stands at 118 sq um. The via count of the first global-routing pass stands at 129. The final report lists the setup-violating endpoint count as 0.

Per the layout area report, the register area comes to 0 sq um. The overflow left after global routing stands at 0. The post-layout utilization of the core stands at 9.23%. Among cell families on the critical path, the largest total delay comes from adder cells.

Looking at the VDD voltage map, the peak drop is 0.0000283 V. The share of synthesized cell area in and-or and or-and compound cells stands at 0%. After synthesis, the largest family of logic cells by area is adder cells. Among all stages on the critical path, the maximum delay recorded is 480 ps. Per the post-route antenna check, the number of violating nets is 0. The setup path with the least slack is of type input port to primary output. The worst hold margin stands at 3100 ps. After Yosys synthesis, and, or, nand and nor cells account for 0% of the synthesized area.

The sequential element share of the synthesized area stands at 0%. The detailed router's first-iteration violation count stands at 0. Of the cells placed in the final design, the portion with a size suffix greater than 1 is 0%. The power density of the placed cells stands at 89.5 nW/um^2. The setup TNS stands at 0 ps.

In this run the standard cell core region covers 3420 sq um. The die is 80 um wide. The congestion estimate from routability-driven global placement came to 0.775. Summed over all layers, the routed wires come to 420 um. Between the synthesized netlist and the finished layout, the area growth was recorded as 168%. The power report lists cell-internal power as 0.0202 mW. Summing the areas of all xor and xnor instances in the mapped netlist gives 0% of the synthesized area. STA classifies the critical path endpoint as a primary output. After detailed routing, the number of remaining DRC violations is 0.

The data arrival time reported for the critical path is 3390 ps. The switching component of the power stands at 0.00806 mW. Entering global routing, the biggest net connects 2 pins.

The instance count after placement with tap cells included stands at 74. In this run the critical path is formed by clkdlybuf4s50_1 -> fa_1 -> inv_1 -> fa_1 -> fa_1 -> inv_1 -> fa_1 -> clkdlybuf4s50_1. The clock network fraction of design power stands at 0%. Note, the detailed placer reported a final HPWL of 439 um. For this run, the top clock speed supported by timing is 227 MHz. The final timing report lists a max-slew violation count of 0. The number of cells in the yosys synthesis report stands at 14. Summing the areas of all fa, ha and maj instances in the mapped netlist gives 68.1% of the synthesized area. The number of antenna repair diodes stands at 0. The worst endpoint required time stands at 4080 ps. The overall die height stands at 80 um. OpenROAD emitted warnings numbering 32. According to the cell report, flip-flops and latches in the layout number 0. The number of rows created at floorplan stands at 21. The iteration count recorded for the first detailed-route pass is 1.

Note that the worst hold path type here is input port to primary output. Looking at the critical path, the single cell with the biggest stage delay is clkdlybuf4s50_1. The area recorded from the Yosys report for this design is 118 sq um. Setup repair after global routing left no endpoint under its margin. OpenROAD reports that the post-layout worst path occupies 86.5% of the period. In this run the static leakage power is 0.137 nW. The timing report shows the most common cell along the critical path to be fa_1. The initial antenna violation count stands at 0. The synthesis report lists the Yosys warning total as 1. In the synthesized netlist, the number of instances is 14.

The switching part of the total stands at 28.6%. The cell resize tally after clock tree synthesis stands at 0. The final cell count without fillers stands at 74. The worst setup path is launched from an input port.

The pin slew with the least headroom to its limit stands at 103 ps. Overall routing resource usage recorded by global route was 1.16%. The number of max-cap violations stands at 0. After clock tree synthesis, the setup repair step added 0 buffers. In this run, flip-flops and latches consume 0% of the power.

The number of vias per cell stands at 1.65. For this design the top-level I/O count stands at 14. The core utilization at floorplan stands at 3.44%. Each instance of the synthesized netlist takes up on average 8.40 sq um.

The routed wire length per instance stands at 5.68 um. The routed layout has 122 vias. The first global-routing pass estimated 565 um of wire. In this run the full chip footprint comes out at 6400 sq um. Of the post-synthesis cell area, the part taken by muxes is 0%.

The count of clock buffers in the final design stands at 0. The worst path needs 4410 ps of the cycle, external delays included. The final timing report lists a hold violation count of 0.

The netlist uses 2 different library cells. The port buffer count stands at 14. The hold buffer count at CTS stands at 0. The worst-case max-slew headroom was logged as 93.1%.
-- final cells by class --
cell class,instances,area (sq um)
inverter,10,37.5
timing repair buffer,14,140
multi-input combinational,4,80.1
tap,46,57.6
fill,399,3100
-- kinds of logic after synthesis --
group,count (synthesis)
adders and majority gates,4
buffers and inverters,10
-- cells in the final DEF (no fill, tap or decap) --
cell,synthesis,final
inv_1,10,10
clkdlybuf4s50_1,0,14
fa_1,4,4
-- worst paths after layout --
check  startpoint  endpoint  cells past startpoint  slack [ps]
max          A[0]      D[3]                      8         690
min          B[3]      bout                      5        3100
-- power groups by stage --
| stage | clock network (mW) | logic, mW | registers, mW |
|---|---|---|---|
| after global routing | 0 | 0.0319 | 0 |
| final | 0 | 0.0282 | 0 |
| after CTS | 0 | 0.0293 | 0 |
-- synthesized netlist by cell type --
cell type / number / share of area, %
inv_1: 10 / 32
fa_1: 4 / 68
-- layer usage --
metal  GRT usage, %  wire (um)  up-vias
li1               -          -       60
met1           2.01        244       48
met2           1.12         97       14
met3          0.682         78        0
met4              0          0        0
met5              0          0        -
-- metrics by stage --
step | total power [mW] | setup slack (ps) | cell area [sq um]
after global routing | 0.0319 | 544 | 315
after detailed placement | 0.0293 | 640 | 315
after CTS | 0.0293 | 646 | 315
after global placement | 0.0284 | 676 | 315
final | 0.0282 | 687 | 315
after floorplan | 0.00521 | 1650 | 118
Power and IR drop assume default switching activity.
